**constraint.sdc**
```tcl
current_design ROM

set clk_period 2.5
set clk_io_pct 0.2

create_clock -name clk0 -period $clk_period

set non_clock_inputs [all_inputs -no_clocks]
set_input_delay [expr $clk_period * $clk_io_pct] -clock clk0 $non_clock_inputs
set_output_delay [expr $clk_period * $clk_io_pct] -clock clk0 [all_outputs]
```
**config.mk**
```make
export PLATFORM = sky130hd
export DESIGN_NAME = ROM
export DESIGN_NICKNAME = ROM
export VERILOG_FILES = /design/flow/design.v
export SDC_FILE = /design/flow/constraint.sdc
export NUM_CORES = 4
export LEC_CHECK = 1
export CORE_AREA = 10 10 70 70
export DIE_AREA = 0 0 80 80
```
**run.sh**
```bash
#!/bin/bash
# OpenROAD 26Q1-2900-gdf79404cd8, Yosys 0.63+post, stock flow scripts
make -C /OpenROAD-flow-scripts/flow DESIGN_CONFIG=/design/flow/config.mk WORK_HOME=/design/flow/orfs finish
```
**design.v**
```verilog
module ROM(
	output [13:0] Rom_data_out, 
	input [10:0] Rom_addr_in
);
    logic [13:0] data;
    always_comb
        begin
            case (Rom_addr_in)
				10'h0:	data = 14'h01A5;		
				10'h1:	data = 14'h0103;		
				10'h2:	data = 14'h3007;		
				10'h3:	data = 14'h07A5;
				10'h4:	data = 14'h3005;				
				10'h5:	data = 14'h0AA5;
				10'h6:	data = 14'h04A5;
				10'h7:	data = 14'h00A4;
				10'h8:	data = 14'h0225;
				10'h9:	data = 14'h0825;
				10'ha:	data = 14'h06A4;		
				10'hb:	data = 14'h3400;
				10'hc:	data = 14'h3400;		
				default:data = 14'h0;
            endcase
        end
     assign Rom_data_out = data;
endmodule
```
==> job_summary.md <==
## PnR job results

| Metric | Value |
|---|---|
| Power share of the clock group | 0% |
| Synthesized area per cell | 7.81 sq um |
| Lkg Pwr | 0.374 nW |
| Dominant cell area share | 21.4% |
| TritonRoute pass-1 iters | 4 |
| Initial antenna violation count | 0 |
| Filler cell count | 372 |
| Psw | 0.0301 mW |
| Hold EP | Rom_data_out[0] |
| Antenna cells | 0 |
| Vias in the first global route | 409 |
| Die Footprint | 6400 sq um |
| Post-route total power | 0.0683 mW |
| Cell Type Count | 24 |
| Pin count of the biggest net entering global routing | 7 |
| Die width | 80 microns |
| Placed wire-length estimate | 1030 microns |
| Register share after synthesis | 0% |
| Crit path kind | in2out |
| Initial DRC count | 6 |
| Max cap viols | 0 |
| Crit share post-route | 97.8% |
| FF/Latch Area | 0 sq um |
| Syn Inst Count | 45 |
| # clk buffers | 0 |
| Vias | 442 |
| Setup crit start kind | input pin |
| PwrDens | 90.4 nW/um^2 |
| Comb pwr share | 100.0% |
| Post-route antenna net violation count | 0 |
| Post-route cell area | 756 sq um |
| Hold Path Class | in2out |
| YS chip area | 352 sq um |
| Area growth syn-to-layout | 115% |
| Status | complete, no violations |
| Fp_density | 10.3% |
| Endpoint class of the critical path | output port |
| # IOs | 25 |
| Required @ worst endpoint | 2.00 ns |
| OpenROAD warning count | 38 |
| Final cell count without fillers | 126 |
| GRT Total Usage | 3.49% |
| Setup TNS | 0 ns |
| Post-DR wirelength/cell | 9.89 microns |
| Fin crit period | 2.44 ns |
| Proportion of layout cells with a drive suffix above 1 | 37.5% |
| Yosys top cell by area | ha_1 |
| Hold_sp | Rom_addr_in[1] |
| Pint | 0.0382 mW |
| FMAX | 0.409 GHz |
| Syn. warnings | 1 |
| Num rows | 21 |
| Sequential power share | 0% |
| Synth Cell Area | 352 sq um |
| Routability cong. | 0.808 |
| Worst path arrival time | 1.94 ns |
| Sw Share | 44.0% |
| Residual DRC | 0 |
| Flop Count | 0 |
| Grt total ovfl | 0 |
| Placed cell count | 123 |
| Final hold violations | 0 |
| Cell count in the Yosys report | 45 |
| Peak VDD IR | 0.0161 mV |
| WHS Path Cells | 5 |
| Worst-path maximum fanout | 5 |
| Post-CTS Hold Fix Bufs | 0 |
| Multi-input logic area | 355 sq um |
| Max-slew violation count | 0 |
| DRT Wirelength | 1250 microns |
| Die H | 80 microns |
| Top cells by area | ha_1 (21%), buf_4 (8.5%), mux4_2 (6.4%) |
| Placement Cell Area | 702 sq um |
| PortBufs | 22 |
| Core area | 3420 sq um |
| First-pass GRT wire length | 1900 microns |
| Final Setup Violations | 0 |
| Via density per instance | 3.51 |
| Top cells by count | ha_1 (6), nor2_1 (6), buf_4 (4) |
==> layout by cell type, fill, tap and decap left out, types with 2 or more instances in the layout <==
| cell type | n |
|---|---|
| ha_1 | 5 |
| nor3_2 | 2 |
| conb_1 | 3 |
| nand2b_1 | 3 |
| buf_4 | 16 |
| dlygate4sd2_1 | 14 |
| buf_6 | 2 |
| a21oi_1 | 3 |
| nor4_4 | 2 |
| nor2_1 | 5 |
| dlymetal6s2s_1 | 2 |
| mux2i_1 | 2 |
| clkdlybuf4s50_1 | 4 |
==> stage by stage <==
stage,setup slack [ns],utilization [%],hold slack [ns]
3_3_place_gp,-0.394,20.5,2.12
4_1_cts,-0.0434,21.7,1.65
6_report,0.0551,22.1,1.51
5_1_grt,-0.00335,22.1,1.57
2_1_floorplan,0.633,-,1.13
3_5_place_dp,-0.411,20.5,2.11
==> worst max path at each step <==
stage / from / slack, ns / endpoint / depth (start not counted)
CTS: Rom_addr_in[1] / -0.04 / Rom_data_out[10] / 5
global route: Rom_addr_in[3] / -0.003 / Rom_data_out[10] / 4
finish: Rom_addr_in[3] / 0.06 / Rom_data_out[10] / 4
==> layer usage <==
metal / up-vias / GRT usage, % / part of all wire, %
li1: 219 / - / -
met1: 208 / 3.97 / 41
met2: 15 / 6.66 / 50
met3: 0 / 0.909 / 8.8
met4: 0 / 0 / 0
met5: - / 0 / 0
==> power groups by stage <==
stage / Sequential, mW / Combinational [mW] / Clock, mW
CTS: 0 / 0.0683 / 0
global route: 0 / 0.0754 / 0
finish: 0 / 0.0683 / 0
==> area by class of cell <==
class	count	area share [%]
timing repair buffer	39	44.4
multi-input combinational	39	47.0
tap	46	7.62
inverter	2	0.993
==> timing repair <==
action,4_1_cts,5_1_grt
gates resized,29,7
endpoints found under the setup margin,11,4
hold endpoints to repair,0,0
pin swaps,4,2
buffers inserted,2,1
==> cell families (layout without fill, tap and decap cells) <==
kind of cell / count (synthesis) / after routing / synth area share (%)
compound gates: 6 / 6 / 10.7
xor+xnor: 1 / 1 / 2.49
fa+ha+maj: 6 / 6 / 21.4
buf+inv: 8 / 41 / 13.5
mux: 4 / 4 / 15.3
other cells: 1 / 3 / 1.07
simple gates: 19 / 19 / 35.6
==> worst max-delay path, cell delays in order <==
cell and delay, ns:
dlygate4sd2_1 0.32, mux4_2 0.52, and3_1 0.19, clkdlybuf4s50_1 0.41
Power and IR drop assume default switching activity.
